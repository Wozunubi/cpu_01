`./design.v`:
```
package defs_pkg;
  typedef enum logic [2:0] {
    ALU_ADD = 3'b000,
    ALU_SUB = 3'b001,
    ALU_AND = 3'b010,
    ALU_OR = 3'b011,
    ALU_XOR = 3'b100,
    ALU_SLL = 3'b101,
    ALU_SRL = 3'b110,
    ALU_SRA = 3'b111
  } alu_opcode_t;
  typedef struct packed {
    logic zero;
    logic negative;
    logic carry;
    logic overflow;
  } alu_flags_t;
  typedef enum logic [3:0] {
    STATE_FETCH = 4'b0000,
    STATE_DECODE = 4'b0001,
    STATE_WB_LI = 4'b0010,
    STATE_EXEC_ADDI = 4'b0011,
    STATE_WB_ADDI = 4'b0100,
    STATE_EXEC_LW = 4'b0101,
    STATE_MEM_LW = 4'b0110,
    STATE_WB_LW = 4'b0111,
    STATE_EXEC_SW = 4'b1000,
    STATE_MEM_SW = 4'b1001,
    STATE_EXEC_ALU = 4'b1010,
    STATE_WB_ALU = 4'b1011,
    STATE_EXEC_LINK = 4'b1100,
    STATE_EXEC_JMP = 4'b1101,
    STATE_EXEC_JPR = 4'b1110,
    STATE_EXEC_BRH = 4'b1111
  } state_t;
  typedef struct packed {
    logic PC_write;
    logic MEM_read;
    logic MEM_write;
    logic RF_write;
    alu_opcode_t ALU_op;
    logic FLAG_load;
    logic MDR_load;
    logic MAR_load;
    logic IR_load;
    logic AB_load;
    logic ACC_load;
    logic PC_sel;
    logic [1:0] ADDER_sel;
    logic REG2_sel;
    logic [2:0] REGW_sel;
    logic ALU_sel;
  } ctrl_sig_t;
  typedef enum logic [3:0] {
    OPCODE_LI = 4'b0000,
    OPCODE_ADDI = 4'b0001,
    OPCODE_LW = 4'b0010,
    OPCODE_SW = 4'b0011,
    OPCODE_ADD = 4'b0100,
    OPCODE_SUB = 4'b0101,
    OPCODE_AND = 4'b0110,
    OPCODE_OR = 4'b0111,
    OPCODE_XOR = 4'b1000,
    OPCODE_SLL = 4'b1001,
    OPCODE_SRL = 4'b1010,
    OPCODE_SRA = 4'b1011,
    OPCODE_LINK = 4'b1100,
    OPCODE_JMP = 4'b1101,
    OPCODE_JPR = 4'b1110,
    OPCODE_BRH = 4'b1111
  } opcode_t;
endpackage
module adder #(
  parameter WIDTH = 16
) (
  input logic [WIDTH-1:0] in1, in2,
  output logic [WIDTH-1:0] out
);
  assign out = in1 + in2;
endmodule
```
`./constraint.sdc`:
```
current_design adder

set clk_period 7.9
set clk_io_pct 0.2

create_clock -name clk0 -period $clk_period

set non_clock_inputs [all_inputs -no_clocks]
set_input_delay [expr $clk_period * $clk_io_pct] -clock clk0 $non_clock_inputs
set_output_delay [expr $clk_period * $clk_io_pct] -clock clk0 [all_outputs]
```
`./config.mk`:
```
export PLATFORM = sky130hd
export DESIGN_NAME = adder
export DESIGN_NICKNAME = adder
export VERILOG_FILES = /design/flow/design.v
export SDC_FILE = /design/flow/constraint.sdc
export NUM_CORES = 4
export LEC_CHECK = 1
export CORE_AREA = 10 10 70 70
export DIE_AREA = 0 0 80 80
```
`./run.sh`:
```
#!/bin/bash
# OpenROAD 26Q1-2900-gdf79404cd8, Yosys 0.63+post, stock flow scripts
make -C /OpenROAD-flow-scripts/flow DESIGN_CONFIG=/design/flow/config.mk WORK_HOME=/design/flow/orfs finish
```
==> flow_metrics.py <==
# Metrics from the implementation run
metrics = {
    "status": {
        "outcome": "finished clean",
    },
    "place": {
        "place.detailed.hpwl_um": 2210,
        "portBuffers": 48,
        "place_worst_setup_slack_ns": 2.05,
        "placed_area_um2": 1260,
        "place_congestion": 0.850,
    },
    "logic_synthesis": {
        "synth-seq-area-share_pct": 0,
        "ys_top_cells_by_count": "17 x sky130_fd_sc_hd__a21oi_1, 15 x sky130_fd_sc_hd__ha_1, 10 x sky130_fd_sc_hd__xnor2_1, 9 x sky130_fd_sc_hd__nand2_1, 8 x sky130_fd_sc_hd__o21ai_0",
        "synth_largest_type_area_fraction_pct": 25.9,
        "netlist.top_cell.by_area": "sky130_fd_sc_hd__ha_1",
        "count_leader_synth": "sky130_fd_sc_hd__a21oi_1",
        "syn_area_um2": 724,
        "ys_cells": 98,
        "area_leaders": "sky130_fd_sc_hd__ha_1 26%, sky130_fd_sc_hd__xnor2_1 12%, sky130_fd_sc_hd__a21oi_1 12%, sky130_fd_sc_hd__xor2_1 6.0%, sky130_fd_sc_hd__o21ai_0 5.5%",
        "synth_cell_types": 27,
        "synth_chip_area_um2": 724,
        "synth-warning-count": 0,
        "post_synth.cell_area_avg_um2": 7.39,
        "syn-instance-count": 98,
    },
    "finish": {
        "design.seq.count": 0,
        "finalInstanceArea_um2": 1260,
        "clockBufferCount": 0,
        "area.combinational_um2": 713,
        "final-seq-area_um2": 0,
        "post_route_cells_drive_above_1_share_pct": 2.74,
        "nFillCells": 356,
        "post_synthesis_to_final_layout_area_growth_pct": 74.3,
    },
    "worst_setup_path": {
        "worst_path_largest_cell_delay_ns": 0.49,
        "path_class": "in -> out",
        "cp_top_delay_family": "buffers and inverters",
        "crit_slowest_cell": "sky130_fd_sc_hd__clkdlybuf4s50_1",
        "critical_path_arrival_ns": 4.24,
        "path_max_fanout": 3,
        "critical_path.n_buffers_inverters": 2,
        "path_cells": "clkdlybuf4s50_1, ha_1, fa_1, a21o_2, a311oi_2, nor3_1, o41ai_2, xnor2_1, clkdlybuf4s50_1",
        "cp-end-kind": "output pin",
        "critical_path_depth": 9,
        "critPathLaunchType": "input pin",
        "timing.critical_path.mode_cell": "sky130_fd_sc_hd__clkdlybuf4s50_1",
        "cp_data_required_time_ns": 6.32,
    },
    "global_route": {
        "number_of_global_route_vias_before_repair": 933,
        "global_route.overflow_total": 0,
        "grt.total_usage_pct": 7.54,
        "wire_length_of_the_first_global_routing_pass_um": 4140,
        "antenna_found_initial": 0,
        "maximum_number_of_pins_on_one_net_before_global_route_repair": 7,
    },
    "worst_hold_path": {
        "hold-path-endpoint": "out[0]",
        "timing.hold.worst.class": "in -> out",
        "hold_path_startpoint": "in2[0]",
        "hold-path-cell-count": 3,
    },
    "sta": {
        "tns_ns": 0,
        "minimum_hold_slack_ns": 4.19,
        "final-hold-violation-count": 0,
        "post-route-min-period_ns": 5.82,
        "final_setup_margin_ns": 2.08,
        "rsz0062_at_grt": "no",
        "final_min_period_over_clock_period_pct": 73.7,
        "worstMarginPinSlew_ns": 0.420,
        "max_freq_mhz": 172,
        "max-slew-margin-rel_pct": 71.7,
        "final-setup-viol-count": 0,
        "slew_viol_final": 0,
    },
    "detailed_routing": {
        "postRouteAntennaNets": 0,
        "avgRoutedWirePerCell_um": 12.5,
        "antenna-diode-count": 0,
        "vias": 883,
        "route.detailed.drc": 0,
        "initialDrtViolationCount": 30,
        "drt_pass1_iterations": 6,
        "drt-total-wl_um": 2410,
        "post_drt_via_cell_ratio": 4.60,
    },
    "die": {
        "coreArea_um2": 3420,
        "floorplan.io_pins": 48,
        "floorplan.rows": 21,
        "die_width_um": 80,
        "floorplan.initialDensity_pct": 21.2,
        "floorplan.die.height_um": 80,
        "floorplan.die_area_um2": 6400,
    },
    "cts": {
        "cts-resized-gates": 0,
        "cts_hold_buffers": 0,
        "cts_setup_buffers": 0,
    },
    "job": {
        "tool_warnings": 32,
        "timing.max_cap.violations": 0,
    },
    "power": {
        "power-per-cell-area_nw_per_um2": 84.1,
        "totalPowerFinal_w": 0.000106,
        "total_leakage_power_nw": 0.501,
        "ir_drop_mv": 0.0223,
    },
}
==> how the worst max path moves through the flow <==
stage	start	end	slack, ns
4_1_cts	in1[0]	out[14]	2.05
5_1_grt	in1[0]	out[10]	1.89
6_report	in1[0]	out[12]	2.08
==> cell usage in the layout, fill, tap and decap left out, drive strengths merged, types with 2 or more instances in the layout <==
| cell | n |
|---|---|
| xor2 | 5 |
| o21ai | 8 |
| nor2 | 2 |
| a21o | 3 |
| a311oi | 2 |
| o211ai | 3 |
| inv | 3 |
| ha | 15 |
| nand3 | 4 |
| clkdlybuf4s50 | 48 |
| nor2b | 2 |
| o21bai | 2 |
| nand2 | 9 |
| nor3 | 3 |
| xnor2 | 10 |
| a21oi | 17 |
==> stage by stage <==
stage	instances	utilization [%]
after detailed placement	192	37.0
after global placement	192	37.0
after CTS	192	37.0
after global routing	192	37.0
after floorplan	98	-
final	192	37.0
==> routing by layer <==
layer / vias up / track usage, % / part of all wire (%)
met5: - / 0 / 0
met2: 29 / 12.4 / 45
met4: 0 / 0 / 0
met3: 0 / 1.48 / 7.6
met1: 386 / 10.5 / 48
li1: 468 / - / -
==> where the power goes <==
group / leakage, nW / switching [W] / internal (W) / total [W]
Clock: 0 / 0 / 0 / 0
Combinational: 0.501 / 0.0000388 / 0.0000675 / 0.000106
Sequential: 0 / 0 / 0 / 0
Total: 0.501 / 0.0000388 / 0.0000675 / 0.000106
==> tightest hold or removal path, delay by kind of cell <==
kind | cells | cell delay, ns
adders and majority gates | 1 | 0.11
buffers and inverters | 2 | 0.92
==> final cells by class <==
type | count | share of cell area (%)
Multi-Input combinational cell | 95 | 56.5
Timing Repair Buffer | 48 | 38.1
Tap cell | 46 | 4.56
Inverter | 3 | 0.892
==> cells by family after synthesis <==
logic type | after synthesis | synth area share [%]
AND-OR/OR-AND | 40 | 35.2
AND/OR/NAND/NOR | 23 | 15.0
adder cells (fa/ha/maj) | 16 | 28.7
XOR/XNOR | 15 | 18.1
buffers and inverters | 3 | 1.55
multiplexers | 1 | 1.38
No activity file was given, so power comes from the tool's default toggle rates.
