<file path="design/flow/run.sh">
#!/bin/bash
# OpenROAD 26Q1-2900-gdf79404cd8, Yosys 0.63+post, stock flow scripts
make -C /OpenROAD-flow-scripts/flow DESIGN_CONFIG=/design/flow/config.mk WORK_HOME=/design/flow/orfs finish
</file>
<file path="design/flow/config.mk">
export PLATFORM = sky130hd
export DESIGN_NAME = register_file
export DESIGN_NICKNAME = register_file
export VERILOG_FILES = /design/flow/design.v
export SDC_FILE = /design/flow/constraint.sdc
export NUM_CORES = 4
export LEC_CHECK = 1
export CORE_UTILIZATION = 30
</file>
<file path="design/flow/constraint.sdc">
current_design register_file

set clk_period 3.1
set clk_io_pct 0.2

create_clock -name clk0 -period $clk_period [get_ports {clk}]

set non_clock_inputs [all_inputs -no_clocks]
set_input_delay [expr $clk_period * $clk_io_pct] -clock clk0 $non_clock_inputs
set_output_delay [expr $clk_period * $clk_io_pct] -clock clk0 [all_outputs]
</file>
<file path="design/flow/design.v">
package defs_pkg;
  typedef enum logic [2:0] {
    ALU_ADD = 3'b000,
    ALU_SUB = 3'b001,
    ALU_AND = 3'b010,
    ALU_OR = 3'b011,
    ALU_XOR = 3'b100,
    ALU_SLL = 3'b101,
    ALU_SRL = 3'b110,
    ALU_SRA = 3'b111
  } alu_opcode_t;
  typedef struct packed {
    logic zero;
    logic negative;
    logic carry;
    logic overflow;
  } alu_flags_t;
  typedef enum logic [3:0] {
    STATE_FETCH = 4'b0000,
    STATE_DECODE = 4'b0001,
    STATE_WB_LI = 4'b0010,
    STATE_EXEC_ADDI = 4'b0011,
    STATE_WB_ADDI = 4'b0100,
    STATE_EXEC_LW = 4'b0101,
    STATE_MEM_LW = 4'b0110,
    STATE_WB_LW = 4'b0111,
    STATE_EXEC_SW = 4'b1000,
    STATE_MEM_SW = 4'b1001,
    STATE_EXEC_ALU = 4'b1010,
    STATE_WB_ALU = 4'b1011,
    STATE_EXEC_LINK = 4'b1100,
    STATE_EXEC_JMP = 4'b1101,
    STATE_EXEC_JPR = 4'b1110,
    STATE_EXEC_BRH = 4'b1111
  } state_t;
  typedef struct packed {
    logic PC_write;
    logic MEM_read;
    logic MEM_write;
    logic RF_write;
    alu_opcode_t ALU_op;
    logic FLAG_load;
    logic MDR_load;
    logic MAR_load;
    logic IR_load;
    logic AB_load;
    logic ACC_load;
    logic PC_sel;
    logic [1:0] ADDER_sel;
    logic REG2_sel;
    logic [2:0] REGW_sel;
    logic ALU_sel;
  } ctrl_sig_t;
  typedef enum logic [3:0] {
    OPCODE_LI = 4'b0000,
    OPCODE_ADDI = 4'b0001,
    OPCODE_LW = 4'b0010,
    OPCODE_SW = 4'b0011,
    OPCODE_ADD = 4'b0100,
    OPCODE_SUB = 4'b0101,
    OPCODE_AND = 4'b0110,
    OPCODE_OR = 4'b0111,
    OPCODE_XOR = 4'b1000,
    OPCODE_SLL = 4'b1001,
    OPCODE_SRL = 4'b1010,
    OPCODE_SRA = 4'b1011,
    OPCODE_LINK = 4'b1100,
    OPCODE_JMP = 4'b1101,
    OPCODE_JPR = 4'b1110,
    OPCODE_BRH = 4'b1111
  } opcode_t;
endpackage
module register #(
  parameter WIDTH = 8
) (
  input logic clk,
  input logic en,
  input logic [WIDTH-1:0] d,
  output logic [WIDTH-1:0] q
);
  always_ff @(posedge clk) begin
    if (en) begin
      q <= d;
    end
  end
endmodule
module register_file #(
  parameter REG_ADDR_WIDTH = 4,
  parameter DATA_WIDTH = 8
) (
  input logic clk,
  input logic write_en,
  input logic [REG_ADDR_WIDTH-1:0] reg1, reg2, regw,
  input logic [DATA_WIDTH-1:0] dataw,
  output logic [DATA_WIDTH-1:0] data1, data2
);
  localparam NUM_REGS = 1 << REG_ADDR_WIDTH;
  (* ramstyle = "logic" *)
  logic [DATA_WIDTH-1:0] reg_data [NUM_REGS-1:0];
  assign reg_data[0] = '0;
  genvar i;
  generate
    for (i = 1; i < NUM_REGS; i++) begin : init_regs
      register #(
        .WIDTH(DATA_WIDTH)
      ) reg_inst (
        .clk(clk),
        .en(write_en && (regw == i)),
        .d(dataw),
        .q(reg_data[i])
      );
    end
  endgenerate
  assign data1 = reg_data[reg1];
  assign data2 = reg_data[reg2];
endmodule
</file>
==> flow_summary.json <==
{
  "gp_congestion": 0.998,
  "tns_ps": 0,
  "slew_headroom_pct": 61.7,
  "logic_family": "AND-OR/OR-AND gates",
  "crit_buf_inv": 3,
  "grt_max_degree": 24,
  "cp_slowest_cell": "clkdlybuf4s50_1",
  "hp-class": "in2reg",
  "ys_cells": 459,
  "port_buffers": 37,
  "clk_pin_slew_ps": 50,
  "worst-path-max-fanout": 7,
  "cts-root-buf": "clkbuf_16",
  "dp_slack_ps": -276,
  "ys_warn_count": 4,
  "grt_pass1_wl_um": 27900,
  "finalClockPeriodUsage_pct": 98.3,
  "finalHoldViolCount": 0,
  "critPathKind": "in2out",
  "critical_path.cell_chain": "clkdlybuf4s15_2, buf_12, nor2b_1, a22o_1, a221o_1, a211o_1, clkdlybuf4s50_1",
  "maxCapViolations": 0,
  "cts_buffer_depth": 2,
  "cts_buffers": 17,
  "synth_cells": 459,
  "cts_tree": "built",
  "ant_nets": 0,
  "finalSetupViolCount": 0,
  "critPathLaunchType": "primary input",
  "viasPerCell": 5.43,
  "min_period_ps": 3050,
  "synth_top_flop_cell": "edfxtp_1",
  "openroad.warnings": 25,
  "wire_per_inst_um": 22.1,
  "wl_um": 18800,
  "drc": 0,
  "postSynthSeqShare_pct": 58.7,
  "gr-total-overflow": 0,
  "coreArea_mm2": 0.0198,
  "vdd_drop_max_uv": 393,
  "outcome": "finished, final reports clean",
  "synth_area_mm2": 0.00614,
  "fill_cells": 1800,
  "dpl.hpwl_um": 13200,
  "top_register": "init_regs.reg_inst.q",
  "placementRows": 51,
  "edf_count": 120,
  "postCtsHoldBufs": 0,
  "timing.final.ws_setup_ps": 54.1,
  "post_synth_num_cell_types": 56,
  "syn2layout_area_growth_pct": 30.3,
  "synthAoiAreaFrac_pct": 14.3,
  "clock-sinks": 120,
  "largestRegisters": "init_regs.reg_inst.q x120",
  "cpLargestDelayFamily": "buffers and inverters",
  "arrival_ps": 2430,
  "ys_sh_xor_pct": 0,
  "yosys.area_share.simple_pct": 11.4,
  "htree_levels": 4,
  "fp.dieH_um": 145,
  "slew_viol_final": 0,
  "drt_iter0_drc": 404,
  "firstDrtPassIters": 5,
  "synthAdderAreaFrac_pct": 0,
  "critPathRequiredTime_ps": 2480,
  "muxShareOfSynthArea_pct": 12.0,
  "ys_top_cells_by_count": "edfxtp_1, mux2i_1, nand2_1",
  "grt_usage_pct": 18.9,
  "drive_gt1_share_pct": 26.5,
  "synth_top_cell_by_count": "edfxtp_1",
  "ioPinCount": 38,
  "power.leakage_nw": 2.91,
  "grt_antenna_before_repair": 0,
  "async_flop_share_pct": 0,
  "finalInstanceArea_mm2": 0.00800,
  "timing.critical_path.slowest_cell_delay_ps": 410,
  "grt_pass1_vias": 4731,
  "largest_reg_flops": 120,
  "initCoreUtil_pct": 31.0,
  "max_slew.worst_pin.slew_ps": 572,
  "placed_area_mm2": 0.00731,
  "dieWidth_um": 145,
  "cellPowerDensity_mw_per_mm2": 510,
  "vias": 4610,
  "synth.largest_area_cell": "edfxtp_1",
  "yosysTopAreaCellShare_pct": 58.7,
  "yosys_area_mm2": 0.00614,
  "die_area_mm2": 0.0210,
  "clock.fmax_ghz": 0.328,
  "area_leaders": "edfxtp_1, mux2i_1, mux4_2",
  "end_kind": "output port",
  "antenna_cells": 0,
  "synth_flops": 120,
  "postSynthAreaPerCell_um2": 13.4
}
==> placed cells by master, fill, tap and decap left out, types with 3 or more instances in the layout <==
| cell | n |
|---|---|
| edfxtp_1 | 120 |
| buf_4 | 77 |
| mux2i_1 | 46 |
| clkdlybuf4s50_1 | 27 |
| nand2_1 | 25 |
| nand3b_1 | 21 |
| nor2_1 | 20 |
| a22o_1 | 17 |
| clkbuf_16 | 17 |
| o22ai_1 | 13 |
| a21oi_1 | 12 |
| a22oi_1 | 12 |
| nand3_1 | 11 |
| nand2b_1 | 8 |
| inv_1 | 8 |
| nor2b_1 | 7 |
| o21ai_0 | 7 |
| mux4_2 | 7 |
| o2bb2ai_1 | 6 |
| buf_12 | 6 |
| o21ai_1 | 5 |
| a21boi_0 | 5 |
| buf_6 | 5 |
| a221oi_1 | 4 |
| a221oi_2 | 4 |
| nor3_1 | 4 |
| and3b_1 | 4 |
| o211ai_1 | 4 |
| mux2_4 | 4 |
| clkbuf_1 | 4 |
| clkinv_2 | 4 |
| and3_1 | 3 |
| a32o_1 | 3 |
| o32ai_1 | 3 |
| mux2_1 | 3 |
| a31o_2 | 3 |
| dlygate4sd2_1 | 3 |
==> per-layer routing <==
metal,vias to the layer above,track usage (%),part of all wire (%)
li1,2064,-,-
met1,2222,23.3,38
met2,291,28.4,46
met3,33,11.6,14
met4,0,4.42,2.8
met5,-,1.90,0
==> metrics by stage <==
stage / hold slack (ps) / instances / util (%) / total power, mW
3_5_place_dp: 1530 / 810 / 36.9 / 2.34
5_1_grt: 1140 / 849 / 40.5 / 4.21
2_1_floorplan: 719 / 459 / - / 2.09
4_1_cts: 1100 / 846 / 40.2 / 4.09
6_report: 1110 / 849 / 40.5 / 4.08
3_3_place_gp: 1510 / 810 / 36.9 / 2.33
==> cell type report <==
class	count	area [um^2]	share of cell area [%]
clock inverter	10	81.3	1.02
clock buffer	21	440	5.50
inverter	8	30.0	0.375
multi-input combinational	299	2380	29.7
tap	265	332	4.14
timing repair buffer	126	1140	14.2
sequential	120	3600	45.0
==> where the power goes <==
part | switching [mW] | leakage [nW] | internal [mW]
clock network | 0.663 | 0.252 | 1.08
logic | 0.245 | 1.57 | 0.250
registers | 0.0166 | 1.08 | 1.82
total | 0.925 | 2.91 | 3.16
==> repair_timing <==
action,CTS,global route
buffers inserted,4,3
gates cloned,1,0
hold endpoints to repair,0,0
endpoints found under the setup margin,16,8
gates resized,20,15
pin swaps,1,3
==> cell families (layout without fill, tap and decap cells) <==
kind of cell / after synthesis / count (layout)
mux: 62 / 62
compound gates: 116 / 116
flops: 120 / 120
buf+inv: 40 / 165
simple gates: 121 / 121
==> final timing paths <==
path	startpoint	endpoint	slack [ps]	depth (start not counted)
worst max-delay path	reg1[2]	data1[3]	50	7
worst min-delay path	dataw[5]	init_regs[7].reg_inst.q[5]$_DFFE_PP_	1110	1
Power and IR drop assume default switching activity.
